## flow/run.sh

```bash
#!/bin/bash
# OpenROAD 26Q1-2900-gdf79404cd8, Yosys 0.63+post, stock flow scripts
make -C /OpenROAD-flow-scripts/flow DESIGN_CONFIG=/design/flow/config.mk WORK_HOME=/design/flow/orfs finish
```

## flow/config.mk

```make
export PLATFORM = sky130hd
export DESIGN_NAME = moduloaddr
export DESIGN_NICKNAME = moduloaddr
export VERILOG_FILES = /design/flow/design.v
export SDC_FILE = /design/flow/constraint.sdc
export NUM_CORES = 4
export LEC_CHECK = 1
export CORE_AREA = 10 10 70 70
export DIE_AREA = 0 0 80 80
```

## flow/constraint.sdc

```tcl
current_design moduloaddr

set clk_period 1.9
set clk_io_pct 0.2

create_clock -name clk0 -period $clk_period [get_ports {clk}]

set non_clock_inputs [all_inputs -no_clocks]
set_input_delay [expr $clk_period * $clk_io_pct] -clock clk0 $non_clock_inputs
set_output_delay [expr $clk_period * $clk_io_pct] -clock clk0 [all_outputs]
```

## flow/design.v

```verilog
`timescale 1ns / 1ps
module moduloaddr #(parameter N = 32) (
    input clk,
    input rst,
    input up,
    output [11:0] address
    );
function integer clogb2;
input [31:0] value;
begin
	value = value - 1;
	for (clogb2 = 0; value > 0; clogb2 = clogb2 + 1)
		value = value >> 1;
end
endfunction
	localparam s = clogb2(N);
	localparam t = 12 - s;
	reg [s-1:0] memory;
	always @(posedge clk, posedge rst)
		if(rst)
			memory <= {s{1'b0}};
		else if(up)
			memory <= memory + 1;
	assign address = {{t{1'b0}}, memory};
endmodule
```

==> job_summary.md <==
### Flow metrics

| Metric | Value |
|---|---|
| Status | `complete, no violations` |
| Yosys-reported design area after synthesis | `260 sq um` |
| Slowest CP cell | `clkdlybuf4s50_1` |
| Most flops, register | `memory` |
| DR WL/cell | `6.38 um` |
| CP arrival | `1.14 ns` |
| Largest register FFs | `5` |
| Max VDD drop | `0.280 mV` |
| All-Layer GR Usage | `1.51%` |
| Ys Warns | `7` |
| DP HPWL | `421 um` |
| Post-Place Worst Slack | `0.469 ns` |
| Vias in the first global route | `177` |
| CTS Buf Count | `3` |
| Vias | `167` |
| Post-route total power | `0.000530 W` |
| Ys flops | `5` |
| First-pass GRT wire length | `786 um` |
| Final hold viol count | `0` |
| Dpl cell area | `358 sq um` |
| N_diodes | `0` |
| Max Cap Viol | `0` |
| Setup repair after global routing missed its margin | `false` |
| Number of port buffers | `7` |
| Yosys cell types | `10` |
| Endpoint type of the worst setup path | `primary output` |
| Final min period | `1.52 ns` |
| DRT iter0 DRCs | `5` |
| Crit start category | `flop` |
| Vias per cell | `2.11` |
| Maximum clock frequency | `0.658 GHz` |
| Biggest regs | `memory (5)` |
| Final core occ | `11.2%` |
| Pwr Density | `1380 nW/um^2` |
| CTS tree | `yes` |
| Max Slew Vio Count | `0` |
| IO Count | `15` |
| Worst-path maximum fanout | `4` |
| Reg-to-Reg Start | `memory[0]` |
| Clk latency of the worst-skew pair | `0.24 ns` |
| Final Instance Area | `384 sq um` |
| Clock Skews | `0.00305 ns` |
| Static Leak | `0.155 nW` |
| Critical path origin | `memory[0]` |
| Reg clk slew, reported paths | `0.04 ns` |
| Pre-antenna DRT Iters | `4` |
| Setup CP Type | `flop to primary output` |
| CTS root buf | `clkbuf_4` |
| Tool Warnings | `25` |
| Setup violators final | `0` |
| Layout cells sized above 1 | `12.1%` |
| Cycle use final | `80.0%` |
| Worst hold path class | `input port to async pin` |
| Syn Std Cell Area | `260 sq um` |
| Area Growth Syn to Fin | `47.6%` |
| Largest net degree at the start of global routing | `6` |
| Hold buffer count at CTS | `0` |
| Core Box Area | `3420 sq um` |
| Clock Sinks | `5` |
| Crit path buf inv count | `1` |
| Gr ovfl total | `0` |
| Critical path's largest stage delay | `0.50 ns` |
| Avg Inst Size Synth | `11.3 sq um` |
| Critical-path cell list | `clkdlybuf4s50_1` |
| TNS Setup | `0 ns` |
| Initial antenna violation count | `0` |
| DRC viols | `0` |
| RePlAce Congestion | `0.682` |
| Die Ht | `80 um` |
| Post-route ant nets | `0` |
| Die area | `6400 sq um` |
| Post_cts resized | `0` |
| Yosys stat cell total | `23` |
| H-tree levels | `1` |
| Die W | `80 um` |
| CTS Buffer Depth | `2` |
| Core Util at FP | `7.62%` |
| Synth Instances | `23` |
| Setup repair bufs after CTS | `0` |
| Sequential-to-total area share from yosys stat | `48.1%` |
| Fin worst setup slack | `0.380 ns` |
| Routed wire length | `504 um` |
| Cell Rows | `21` |
| Crit path DRT | `1.52 ns` |
| Crit-path leading delay family | `buffers and inverters` |
area by class of cell:
type	instances	area [sq um]
fillers	402	3030
clock buffers	4	26.3
well taps	46	57.6
repair buffers	7	70.1
multi-input cells	16	101
inverters	1	3.75
flip-flops and latches	5	125
metal layers:
metal  vias to the layer above  part of all wire, %  track usage (%)
met4                         0                  2.0            0.352
li1                         80                    -                -
met3                         2                   13             1.14
met2                        13                   39             1.61
met1                        72                   46             2.21
met5                         -                    0                0
cell families after synthesis:
logic type	synth area share (%)
flip-flops	48.1
other	1.44
XOR/XNOR	13.5
buffers and inverters	21.6
multiplexers	4.33
AND/OR/NAND/NOR	6.25
adder cells (fa/ha/maj)	4.81
through the flow:
step           hold WS, ns  instances
4_1_cts              0.337         79
3_3_place_gp         0.465         75
3_5_place_dp         0.476         75
2_1_floorplan        0.159         29
5_1_grt              0.342         79
6_report             0.334         79
synth_stat cells:
library cell	count	area, sq um
buf_4	7	52.6
dfrtp_1	5	125
xnor2_1	3	26.3
nand4_1	2	12.5
conb_1	1	3.75
ha_1	1	12.5
inv_1	1	3.75
mux2_2	1	11.3
nand2_1	1	3.75
xor2_1	1	8.76
final timing paths:
kind / to / slack (ns) / depth (start not counted)
setup / recovery: address[0] / 0.38 / 1
hold / removal: memory[4] / 0.33 / 2
setup reg to reg: memory[1] / 0.82 / 2
hold reg to reg: memory[4] / 0.48 / 1
max in group asynchronous: memory[0] / 1.40 / 2
min in group clk0: memory[4] / 0.48 / 1
cell usage in the layout, fill, tap and decap left out, drive strengths merged:
master,n
clkbuf,4
mux2,1
xor2,1
xnor2,3
ha,1
nand2,1
dfrtp,5
nand4,2
conb,7
inv,1
clkdlybuf4s50,7
power breakdown:
| part | switching (W) | internal (W) | leakage [nW] |
|---|---|---|---|
| Sequential | 0.0000580 | 0.000164 | 0.0590 |
| Clock | 0.0000434 | 0.0000794 | 0.0150 |
| Combinational | 0.0000411 | 0.000145 | 0.0811 |
Power is estimated from default activity; no workload was simulated.
